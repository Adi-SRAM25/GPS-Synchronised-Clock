### /design/flow/run.sh
#!/bin/bash
# OpenROAD 26Q1-2900-gdf79404cd8, Yosys 0.63+post, stock flow scripts
make -C /OpenROAD-flow-scripts/flow DESIGN_CONFIG=/design/flow/config.mk WORK_HOME=/design/flow/orfs finish
### /design/flow/config.mk
export PLATFORM = sky130hd
export DESIGN_NAME = Counter
export DESIGN_NICKNAME = Counter
export VERILOG_FILES = /design/flow/design.v
export SDC_FILE = /design/flow/constraint.sdc
export NUM_CORES = 4
export LEC_CHECK = 1
export CORE_AREA = 10 10 70 70
export DIE_AREA = 0 0 80 80
### /design/flow/constraint.sdc
current_design Counter

set clk_period 1.1
set clk_io_pct 0.2

create_clock -name clk0 -period $clk_period [get_ports {CLK}]

set non_clock_inputs [all_inputs -no_clocks]
set_input_delay [expr $clk_period * $clk_io_pct] -clock clk0 $non_clock_inputs
set_output_delay [expr $clk_period * $clk_io_pct] -clock clk0 [all_outputs]
### /design/flow/design.v
`timescale 1ns / 1ps
module Counter(input CLK, reset, output reg[2:0] val);
    reg reset_reg = 0;
    reg last_reset = 0;
    always@(posedge CLK) begin
        reset_reg <= reset;
        last_reset <= reset_reg;
        if (!reset_reg && last_reset) begin
            val <= 0;
        end else begin
            val <= val+1;
        end
    end
endmodule
==> impl_table.tex <==
% Implementation results table
\begin{tabular}{lr}
\hline
Metric & Value \\
\hline
\multicolumn{2}{l}{\textbf{Setup path}} \\
Critical Path Sink & val[2] \\
CP startpoint kind & flip-flop \\
Worst Path Max Fanout & 2 \\
Arrival time of data at the critical path endpoint & approximately 0.77 ns \\
Chain of cells forming the critical path & dlygate4sd2\_1 \\
Required time worst endpoint & 0.88 ns \\
Worst flop-to-flop path endpoint & val[2] \\
Critical path type & reg2out \\
Critical path startpoint & val[2] \\
Worst reg2reg startpoint & val[0] \\
Logic depth of the worst path, buffers included & 1 \\
Minimum setup slack among reg-to-reg paths & 0.11 ns \\
Sort of element at the end of the critical path & primary output \\
FF-to-FF path depth & 4 \\
Largest stage delay on the critical path & 0.31 ns \\
Buf/Inv on CP & 1 \\
Worst path slowest cell & dfxtp\_2 \\
Largest delay share family, worst path & flip-flops \\
\multicolumn{2}{l}{\textbf{Synthesis}} \\
Post-synth EDFFs & 0 \\
Synth area leader & dfxtp\_1 \\
Cells taking the most area after synthesis & dfxtp\_1 (65\%), nor2b\_4 (8.9\%), ha\_1 (8.1\%) \\
Mean area per synthesized cell & 14.0 um\^{}2 \\
Number of instances in the synthesized netlist & 11 \\
Post-synthesis cell type with the largest instance count & dfxtp\_1 \\
Portion of synthesized cell area occupied by the leading cell type & between 60\% and 70\% \\
Registers, synthesis & 5 \\
Number of distinct library cells after synthesis & 7 \\
Dominant flop cell & dfxtp\_1 \\
Async set or reset register ratio after synthesis & 0\% \\
Register share after synthesis & 65.0\% \\
Yosys stat area & about 150 um\^{}2 \\
Post-synthesis cell count from yosys & 11 \\
Yosys synthesis warning count & 1 \\
Post-synth design cell area & 154 um\^{}2 \\
\multicolumn{2}{l}{\textbf{Floorplanning}} \\
Boundary Pins & 5 \\
Std-Cell Rows & 21 \\
Initial core utilization & 4.51\% \\
Die Y & approximately 80 um \\
Total Die Area & $\sim$0.0064 mm\^{}2 \\
Die x size & $\sim$80 um \\
Area of the core region & 0.00342 mm\^{}2 \\
\multicolumn{2}{l}{\textbf{CTS}} \\
Root buffer selected by CTS & clkbuf\_4 \\
Clk sink count & 5 \\
Maximum number of buffers from clock root to sink & 2 \\
Number of CTS-inserted buffers & 3 \\
Number of buffers added to fix hold violations after cts & 0 \\
Clock input transition at the sequential cells of the worst setup and hold paths & 0.04 ns \\
TritonCTS clock tree & built \\
CTS HTree Levels & 1 \\
Late-Pin Clk Latency & $\sim$0.24 ns \\
\multicolumn{2}{l}{\textbf{Cells and area}} \\
Layout Area Growth over Synthesis & 90.2\% \\
Combinational Area & 53.8 um\^{}2 \\
Storage cell area & 104 um\^{}2 \\
FILL cells & about 410 \\
Max reg flops & 3 \\
Layout cell share with drive strength beyond 1 & between 50\% and 60\% \\
Post-route design area & 293 um\^{}2 \\
Final design utilization & 8.57\% \\
\multicolumn{2}{l}{\textbf{Drt}} \\
DRT iter0 DRCs & 1 \\
WL final & 284 um \\
Detailed-route wire length per cell & approximately 4.2 um \\
First-pass iteration count of the detailed router & 3 \\
Detailed-route via count & between 100 and 150 \\
Remaining design rule violation count & 0 \\
Number of antenna diodes & 0 \\
Per-cell via count in the routed design & 1.54 \\
Tally of nets with antenna violations remaining after routing & 0 \\
\multicolumn{2}{l}{\textbf{Pwr}} \\
Proportion of power drawn by combinational gates & 24.9\% \\
Fraction of power consumed by the clock network & between 30\% and 40\% \\
Sequential share of power & 41.3\% \\
Total power density per cell area & $\sim$2100 mW/mm\^{}2 \\
Switching power share of the total & 21.8\% \\
Switching power of the nets & 133 uW \\
Worst voltage drop across the vdd grid & 0.000372 V \\
Leak pwr & 0.115 nW \\
Internal portion of total power & 478 uW \\
\multicolumn{2}{l}{\textbf{Final timing}} \\
RSZ-0062 raised after global routing & false \\
Worst slew slack as a fraction of its limit & 87.0\% \\
Post-route minimum period & 0.995 ns \\
\# setup viols final & 0 \\
Post-route setup TNS & 0 ns \\
Final setup skew & 0.000481 ns \\
Fmax & 1.01 GHz \\
Final hold violation count & 0 \\
Number of pins with negative max-slew slack in the final report & 0 \\
Worst Max-Slew Pin Slew & between 0.15 and 0.2 ns \\
Post-route fraction of the period consumed by the critical path & 90.5\% \\
\multicolumn{2}{l}{\textbf{Global routing}} \\
Initial antenna violation count & 0 \\
Global route overflow & 0 \\
Pin count of the biggest net entering global routing & 4 \\
Wire length of the first global-routing pass & 531 um \\
GRT Resource Usage Total & 1.25\% \\
Vias in the first global route & 125 \\
\multicolumn{2}{l}{\textbf{Run}} \\
Tool Warnings & 25 \\
Maximum capacitance violations & 0 \\
\multicolumn{2}{l}{\textbf{Run status}} \\
Status & complete, no violations \\
\multicolumn{2}{l}{\textbf{Placed design}} \\
Port bufs & 4 \\
Post-place instance area & 251 um\^{}2 \\
Last weighted congestion value of the routability-driven placer & 0.617 \\
\multicolumn{2}{l}{\textbf{Min path}} \\
Hold/Removal Path Class & reg2reg \\
\hline
\end{tabular}
==> layout by cell type, fill, tap and decap left out <==
cell type,n
dfxtp_2,3
ha_1,1
clkbuf_4,3
nor2b_4,1
dlygate4sd2_1,3
clkbuf_1,1
xnor2_1,1
nor2b_2,1
buf_4,2
nor2_2,1
dfxtp_1,2
clkdlybuf4s50_1,1
nor2_1,1
==> worst register-to-register path: cells and delay by family, from the launching register on <==
| kind | cells | cell delay (ns) |
|---|---|---|
| XOR/XNOR | 1 | 0.21 |
| adder cells (fa/ha/maj) | 1 | 0.20 |
| buffers and inverters | 1 | 0.13 |
| flip-flops | 1 | 0.31 |
| AND/OR/NAND/NOR | 1 | 0.04 |
==> logic make-up after synthesis <==
family	count (synthesis)	share of synthesized area [%]
fa+ha+maj	1	8.13
flops	5	65.0
xor+xnor	1	5.69
simple gates	4	21.1
==> power groups by stage <==
stage     logic, mW  clock network (mW)  registers, mW
6_report      0.152               0.207          0.252
5_1_grt       0.178               0.251          0.260
4_1_cts       0.155               0.218          0.252
==> worst min-delay path by stage <==
| stage | slack (ns) | startpoint | cells past startpoint | to |
|---|---|---|---|---|
| global route | 0.39 | reset_reg | 0 | last_reset |
| CTS | 0.38 | reset_reg | 0 | last_reset |
| finish | 0.38 | reset_reg | 0 | last_reset |
==> per-layer routing <==
| layer | up-vias | share of wire, % | global-route usage [%] | wire (um) |
|---|---|---|---|---|
| li1 | 53 | - | - | - |
| met4 | 0 | 0 | 0.352 | 0 |
| met5 | - | 0 | 0 | 0 |
| met1 | 41 | 36 | 1.13 | 102 |
| met2 | 9 | 23 | 0.963 | 64 |
| met3 | 0 | 41 | 2.61 | 117 |
==> per-stage QoR <==
stage          worst slack (ns)  power [mW]  instances  hold slack, ns
6_report                  0.105       0.611         67           0.382
5_1_grt                  0.0490       0.689         67           0.393
4_1_cts                  0.0904       0.625         67           0.384
3_5_place_dp             0.0669       0.396         61           0.379
3_3_place_gp             0.0760       0.389         61           0.377
2_1_floorplan             0.291       0.307         11           0.248
==> final cells by class <==
type                    count  share of cell area [%]
flip-flops and latches      5                    35.5
clock buffers               4                    8.97
well taps                  46                    19.7
multi-input cells           6                    18.4
repair buffers              6                    17.5
==> timing repair <==
action | in CTS | in global routing
setup endpoints to repair | 3 | 0
endpoints found under the hold margin | 0 | 0
setup buffers | 2 | 0
resized | 6 | 0
No activity file was given, so power comes from the tool's default toggle rates.
