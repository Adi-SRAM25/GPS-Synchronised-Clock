--- ./design.v ---
`timescale 1ns / 1ps
module counter_module(rst,clk,q);
  input clk;
  input rst;
  output reg[27:0]q=28'd0;
  always@(posedge clk , posedge rst)
    begin
     if(rst)
       q<=0;
     else
       q<=q+1;
   end  
endmodule
--- ./constraint.sdc ---
current_design counter_module

set clk_period 3.8
set clk_io_pct 0.2

create_clock -name clk0 -period $clk_period [get_ports {clk}]

set non_clock_inputs [all_inputs -no_clocks]
set_input_delay [expr $clk_period * $clk_io_pct] -clock clk0 $non_clock_inputs
set_output_delay [expr $clk_period * $clk_io_pct] -clock clk0 [all_outputs]
--- ./config.mk ---
export PLATFORM = sky130hd
export DESIGN_NAME = counter_module
export DESIGN_NICKNAME = counter_module
export VERILOG_FILES = /design/flow/design.v
export SDC_FILE = /design/flow/constraint.sdc
export NUM_CORES = 4
export LEC_CHECK = 1
export CORE_AREA = 10 10 95 95
export DIE_AREA = 0 0 105 105
--- ./run.sh ---
#!/bin/bash
# OpenROAD 26Q1-2900-gdf79404cd8, Yosys 0.63+post, stock flow scripts
make -C /OpenROAD-flow-scripts/flow DESIGN_CONFIG=/design/flow/config.mk WORK_HOME=/design/flow/orfs finish
==> flow_metrics.rpt <==
PHYSICAL IMPLEMENTATION REPORT
----------------------------------------------------
[Pwr]
  Leakage power ........................ 0.000695 uW
  Power share of the clock group ........................ 0.339
  PwrDens ........................ 276 mW/mm^2
  Switching share of power ........................ 0.198
  Switching power summed over all nets ........................ 91.4 uW
  P_int ........................ 370 uW
  Max VDD drop ........................ 0.112 mV
  Share of power burned in registers ........................ 0.645
  Total power after layout ........................ 462 uW
  Share of total power in combinational logic ........................ 0.016

[Route]
  Wire length on met3 ........................ 179 um
  Remaining antenna violation count after routing ........................ 0
  Vias per std cell ........................ 3.87
  Router iterations before antenna repair ........................ 4
  Routed Wire Length ........................ 2700 um
  Wl on met1 ........................ 1280 um
  Topmost layer with routed signal wires ........................ met4
  Wire per inst ........................ 11.8 um
  Routed vias ........................ 890
  Initial drt markers ........................ 66
  Count of inserted antenna diode cells ........................ 0
  Remaining design rule violation count ........................ 0
  Routed wire length on met2 ........................ 1210 um

[Cells and area]
  Largest reg by FF count ........................ q
  Area overhead of the layout relative to synthesis ........................ 37.0%
  Largest registers ........................ q (28)
  Share of cells above drive strength 1 ........................ 0.0597
  Finished Cell Area ........................ 0.00167 mm^2
  Flip-flop count of the largest register, all copies and words added ........................ 28
  Count of fill cells added during filler insertion ........................ 744

[Global route]
  Vias in the first global route ........................ 887
  Antenna violations before repair ........................ 0
  First-pass GRT wire length ........................ 4570 um
  Largest net degree at the start of global routing ........................ 29
  Total global routing track utilization ........................ 0.0483
  Total grt overflow ........................ 0

[CTS]
  Maximum level of the CTS H-tree ........................ 1
  Insertion delay at the late pin of the worst-skew pair ........................ 260 ps
  Clk pin slew, worst setup/hold paths ........................ 90 ps
  Setup fix buffers added after clock tree synthesis ........................ 0
  Number of cells upsized or downsized after cts ........................ 0
  Number of buffers inserted during clock tree synthesis ........................ 3
  Clock tree root driver cell ........................ sky130_fd_sc_hd__clkbuf_8
  Largest buffer count on any clock path ........................ 2
  CTS tree ........................ yes
  Clock Sink Count ........................ 28
  Number of hold buffers added after CTS ........................ 0

[Worst setup path]
  Worst reg2reg setup slack ........................ 2110 ps
  Worst EP arrival ........................ 1250 ps
  Kind of cell adding the most delay to the critical path ........................ buffers and inverters
  Destination of the worst register-to-register timing path ........................ q[27]
  Number of cells on the worst reg-to-reg path ........................ 4
  Startpoint of the worst-slack reg-to-reg timing path ........................ q[4]
  Type of the worst setup path ........................ reg2out
  Slowest cell delay on critical path ........................ 520 ps
  Max FO, Critical Path ........................ 6
  Worst Path Required ........................ 3040 ps
  Buffer-and-inverter tally for the worst setup path ........................ 1
  CP max-delay cell ........................ sky130_fd_sc_hd__clkdlybuf4s50_1
  Endpoint class of the critical path ........................ output pin
  CP Cell Sequence ........................ clkdlybuf4s50_1
  Startpoint type of the worst setup path ........................ flip-flop

[Final timing]
  RSZ-0062 raised after global routing ........................ no
  Slew at the pin closest to its max-slew limit ........................ 643 ps
  Final-report max-slew violation count ........................ 0
  Final worst setup slack ........................ 1790 ps
  Final number of hold-violating endpoints ........................ 0
  Worst hold slack ........................ 483 ps
  Total of endpoints with negative setup slack in the final report ........................ 0
  Max_slew headroom ........................ 0.568
  Achievable Freq ........................ 0.497 GHz
  Post-layout min period ........................ 2010 ps
  Period utilisation layout ........................ 0.529
  Final-layout setup total negative slack ........................ 0 ps
  Final Skew ........................ 2.97 ps

[Flow run]
  Number of warnings in the stage logs ........................ 25
  Max-capacitance violation count ........................ 0

[Logic synthesis]
  Cell count after synthesis ........................ 102
  XOR-XNOR Cells, Area Fraction ........................ 0.186
  Mean instance size in the synthesized netlist ........................ 12.0 um^2
  Post-synthesis instance area ........................ 0.00122 mm^2
  Library cells used by synthesis ........................ 17
  Largest area contributor in the synthesized netlist ........................ sky130_fd_sc_hd__dfrtp_1
  Yosys chip area ........................ 0.00122 mm^2
  Dominant comb cell ........................ simple AND/OR/NAND/NOR gates
  Simple-gate share of the synthesized area ........................ 0.212
  Aoi/oai-family share of the synthesized area ........................ 0
  Synth Area in Adders ........................ 0.0102
  Multiplexer share ........................ 0
  Yosys warns ........................ 1
  Post-synthesis cell count from yosys ........................ 102
  Flops after synth ........................ 28
  Sequential fraction of the synthesis area ........................ 0.573
  Dominant cell area share ........................ 0.573
  Ranking of synthesized cells by area ........................ sky130_fd_sc_hd__dfrtp_1 57%, sky130_fd_sc_hd__xnor2_1 16%, sky130_fd_sc_hd__nand3_1 6.1%

[Min path]
  Depth of the worst hold-timing path ........................ 1
  Classification of the worst-slack hold path ........................ reg2reg
  End point of the most critical hold path ........................ q[27]
  Hold Path Origin ........................ q[27]

[Floorplanning]
  Starting utilization of the core area ........................ 0.177
  Overall die width ........................ 105 um
  Area of the core ........................ 0.00691 mm^2
  Row count ........................ 30
  Number of primary I/O pins ........................ 30
  Total die size ........................ 0.0110 mm^2
  Chip height ........................ 105 um

[Place]
  Final HPWL from detailed placement ........................ 2040 um
  Port-buffer cells ........................ 29
  Global placer's final weighted congestion ........................ 0.740
  Placed standard-cell area ........................ 0.00163 mm^2
  Pre-CTS WS ........................ 2080 ps

[Status]
  Status ........................ finished, final reports clean

----------------------------------------------------
synthesized netlist by cell type, drive strengths merged:
cell type  count
xor2           4
dfrtp         28
inv            4
nand4          9
and4           2
ha             1
nand2          5
and3           3
xnor2         22
nor4           1
nand3         15
buf            1
nor2           3
nor3           4
stage by stage:
stage | utilization | instances
2_1_floorplan | - | 102
3_3_place_gp | 0.236 | 227
3_5_place_dp | 0.236 | 227
4_1_cts | 0.242 | 230
5_1_grt | 0.242 | 230
6_report | 0.242 | 230
layout by cell type, fill, tap and decap left out:
master                             n
sky130_fd_sc_hd__buf_4             1
sky130_fd_sc_hd__xnor2_1          22
sky130_fd_sc_hd__nor2_1            3
sky130_fd_sc_hd__and4_1            2
sky130_fd_sc_hd__clkdlybuf4s50_1  29
sky130_fd_sc_hd__inv_1             4
sky130_fd_sc_hd__nor4_4            1
sky130_fd_sc_hd__nand4_2           1
sky130_fd_sc_hd__nand3_1          15
sky130_fd_sc_hd__ha_1              1
sky130_fd_sc_hd__dfrtp_1          28
sky130_fd_sc_hd__xor2_1            4
sky130_fd_sc_hd__and3_1            3
sky130_fd_sc_hd__nor3_1            3
sky130_fd_sc_hd__nor3_4            1
sky130_fd_sc_hd__clkbuf_8          3
sky130_fd_sc_hd__nand4_1           8
sky130_fd_sc_hd__nand2_1           4
sky130_fd_sc_hd__nand2_2           1
power by group through the flow:
stage / Sequential (uW) / Combinational, uW / Clock [uW]
after CTS: 298 / 8.31 / 166
after global routing: 298 / 9.05 / 175
final: 298 / 7.42 / 157
layout make-up:
class	count	area (um^2)	share of cell area
Multi-Input combinational cell	69	499	0.298
Timing Repair Buffer	30	298	0.178
Clock buffer	3	41.3	0.0247
Tap cell	96	120	0.0717
Inverter	4	15.0	0.00897
Sequential cell	28	701	0.419
worst max path at each step:
stage	startpoint	to	slack, ps	cells after the start
after CTS	q[16]	q[16]	1770	1
after global routing	q[16]	q[16]	1720	1
final	q[10]	q[10]	1790	1
cells by family (layout without fill, tap and decap cells):
family                   count (synthesis)  in the layout
XOR/XNOR                                26             26
adder cells (fa/ha/maj)                  1              1
buffers and inverters                    5             37
flip-flops                              28             28
AND/OR/NAND/NOR                         42             42
per-layer routing:
| metal | global-route usage | vias up |
|---|---|---|
| met2 | 0.0730 | 17 |
| met4 | 0.00882 | 0 |
| met5 | 0 | - |
| li1 | - | 422 |
| met3 | 0.0149 | 2 |
| met1 | 0.0672 | 449 |
Power is estimated from default activity; no workload was simulated.
