===== flow/design.v =====
`timescale 1ns / 1ps
module Counter_1 (reset,clk,q);
  input clk;
  input reset;
  output reg[27:0]q=28'd0;
  always@(posedge clk , posedge reset)
    begin
     if(reset)
       q<=0;
     else
       q<=q+1;
   end  
endmodule

===== flow/run.sh =====
#!/bin/bash
# OpenROAD 26Q1-2900-gdf79404cd8, Yosys 0.63+post, stock flow scripts
make -C /OpenROAD-flow-scripts/flow DESIGN_CONFIG=/design/flow/config.mk WORK_HOME=/design/flow/orfs finish

===== flow/config.mk =====
export PLATFORM = sky130hd
export DESIGN_NAME = Counter_1
export DESIGN_NICKNAME = Counter_1
export VERILOG_FILES = /design/flow/design.v
export SDC_FILE = /design/flow/constraint.sdc
export NUM_CORES = 4
export LEC_CHECK = 1
export CORE_AREA = 10 10 105 105
export DIE_AREA = 0 0 115 115

===== flow/constraint.sdc =====
current_design Counter_1

set clk_period 3.8
set clk_io_pct 0.2

create_clock -name clk0 -period $clk_period [get_ports {clk}]

set non_clock_inputs [all_inputs -no_clocks]
set_input_delay [expr $clk_period * $clk_io_pct] -clock clk0 $non_clock_inputs
set_output_delay [expr $clk_period * $clk_io_pct] -clock clk0 [all_outputs]

==> flow_metrics.py <==
# Generated from Yosys and OpenROAD reports
metrics = {
    "status": {
        "status": "completed",
    },
    "timing": {
        "slew_violations": 0,
        "tightest_slew_ns": 0.605,
        "finalHoldViolations": 0,
        "post-route-period-util_pct": 53.6,
        "setup_viol": 0,
        "max_freq_mhz": 491,
        "min_period_ns": 2.04,
        "postLayoutSetupSlackWorst_ns": 1.76,
        "slew_headroom_pct": 59.4,
        "fin_tns_setup_ns": 0,
        "rsz0062_at_grt": "no",
        "clock_skew_ns": 0.00447,
    },
    "synthesis": {
        "synth_area_per_cell_sq_um": 12.0,
        "area_leaders": "dfrtp_1 57%, xnor2_1 16%, nand3_1 6.1%",
        "ys_async_sr_fraction_pct": 100,
        "synth_flops": 28,
        "yosys_cells": 102,
        "syn_inst": 102,
        "yosys-top-cells-count": "28 x dfrtp_1, 22 x xnor2_1, 15 x nand3_1",
        "top_cell": "dfrtp_1",
        "top_area_cell": "dfrtp_1",
        "ys.flop_type": "dfrtp_1",
        "syn_area_sq_um": 1220,
        "ys_types": 17,
        "ys_area_sq_um": 1220,
        "synth-edff-count": 0,
        "ys_warn_count": 1,
        "top_area_share_pct": 57.3,
        "yosysSeqAreaShare_pct": 57.3,
    },
    "critical_path": {
        "crit_arrival_ns": 1.28,
        "crit_buf_inv": 1,
        "crit_type": "reg -> out",
        "endpoint_kind": "output port",
        "worstSetupStartpointType": "flip-flop",
        "cp.required_ns": 3.04,
        "max_stage_delay_ns": 0.52,
        "crit_family": "buffers and inverters",
        "worstPathMaxFanout": 6,
        "worstPathCellList": "clkdlybuf4s50_1",
        "slowest_stage": "clkdlybuf4s50_1",
    },
    "grt": {
        "grt_start_max_net_pins": 29,
        "grt_pass1_wl_mm": 4.81,
        "grt_pass1_vias": 870,
        "grtUsageTotal_pct": 4.46,
        "gr-total-overflow": 0,
        "antenna_found_initial": 0,
    },
    "run": {
        "warnings": 25,
        "maxCapViolCount": 0,
    },
    "clock_tree": {
        "cts_hold_buf": 0,
        "numCtsBuffers": 3,
        "clkSinkCount": 28,
        "cts_tree": "done",
        "cts_setup_buffers": 0,
        "h-tree-depth": 1,
        "clockRootBuffer": "clkbuf_8",
        "clk_latency_ns": 0.27,
        "clock_path_buffers": 2,
        "clk_pin_slew_ns": 0.10,
        "postCtsResizedCells": 0,
    },
    "power_and_ir_drop": {
        "vdd_drop_max_mv": 0.133,
        "leakagePower_nw": 0.702,
        "cellPowerDensity_nw_per_um2": 288,
    },
    "drt": {
        "num_antenna_cells": 0,
        "vias": 852,
        "routedWlPerCell_um": 11.9,
        "drcViolationCount": 0,
        "route.antenna.remaining_nets": 0,
        "viasPerCell": 3.51,
        "firstDrtPassIters": 4,
        "drt_iter0_drc": 33,
        "postRouteWirelength_mm": 2.89,
    },
    "floorplanning": {
        "core_area_sq_um": 8760,
        "initCoreUtil_pct": 13.9,
        "io_pins": 30,
        "fp.dieW_um": 115,
        "rows": 34,
        "fp.dieH_um": 115,
        "die_area_sq_um": 13200,
    },
    "cells_and_area": {
        "syn2layout_area_growth_pct": 39.3,
        "drive_gt1_share_pct": 6.67,
        "largest_reg_flops": 28,
        "fillCellCount": 955,
        "regMostFlops": "q",
        "top_regs": "q (28)",
    },
    "place": {
        "dpl.hpwl_mm": 2.21,
        "port_buffers": 29,
        "dp_worst_setup_slack_ns": 2.06,
        "gp_congestion": 0.721,
    },
    "min_path": {
        "hp-class": "reg -> reg",
    },
}
-- worst paths after layout --
check / cells past startpoint / from / slack (ns) / endpoint
setup / recovery: 1 / q[2] / 1.76 / q[2]
hold / removal: 1 / q[27] / 0.47 / q[27]
setup reg to reg: 5 / q[0] / 2.08 / q[18]
hold reg to reg: 1 / q[27] / 0.47 / q[27]
max in group asynchronous: 3 / reset / 2.68 / q[16]
min in group asynchronous: 3 / reset / 0.84 / q[15]
-- cell usage in the layout, fill, tap and decap left out --
cell / count
and3_1: 3
nand3_1: 15
ha_1: 1
nor3_4: 1
nand2_2: 1
xor2_1: 4
xnor2_1: 22
nor4_4: 1
buf_4: 1
nor3_1: 3
and4_1: 2
inv_1: 4
dfrtp_1: 28
nand4_2: 1
nor2_1: 3
nand2_1: 4
nand4_1: 8
clkbuf_8: 4
clkdlybuf4s50_1: 29
-- per-stage QoR --
step | power [mW] | area [sq um] | utilization, % | hold WS, ns | cells
after detailed placement | 0.312 | 1650 | 18.8 | 0.468 | 239
after floorplan | 0.308 | 1220 | - | 0.424 | 102
after global placement | 0.312 | 1650 | 18.8 | 0.473 | 239
after CTS | 0.500 | 1700 | 19.4 | 0.482 | 243
final | 0.491 | 1700 | 19.4 | 0.475 | 243
after global routing | 0.515 | 1700 | 19.4 | 0.491 | 243
-- per-layer routing --
layer | share of wire (%) | up-vias | routed length, um | global-route usage [%]
met5 | 0 | - | 0 | 0
met4 | 0.41 | 0 | 12 | 0.248
met3 | 5.7 | 2 | 165 | 1.48
met2 | 45 | 22 | 1300 | 6.83
met1 | 49 | 406 | 1420 | 6.31
li1 | - | 422 | - | -
-- area by class of cell --
type / count / area, sq um / area share (%)
clock buffer: 4 / 55.1 / 3.23
inverter: 4 / 15.0 / 0.882
multi-input combinational: 69 / 499 / 29.3
sequential: 28 / 701 / 41.1
tap: 108 / 135 / 7.94
timing repair buffer: 30 / 298 / 17.5
-- power by group --
| part | internal, mW | leakage [nW] | total [mW] | switching, mW |
|---|---|---|---|---|
| logic | 0.00164 | 0.292 | 0.00755 | 0.00591 |
| registers | 0.298 | 0.382 | 0.298 | 0 |
| clock network | 0.0927 | 0.0288 | 0.185 | 0.0926 |
-- cells by family after synthesis --
kind of cell,after synthesis,share of synthesized area (%)
AND/OR/NAND/NOR,42,21.2
flip-flops,28,57.3
XOR/XNOR,26,18.6
buffers and inverters,5,1.84
adder cells (fa/ha/maj),1,1.02
Power figures rest on the tool's default switching activity, not on a simulated workload.
